`run.sh`:
```
#!/bin/bash
# OpenROAD 26Q1-2900-gdf79404cd8, Yosys 0.63+post, stock flow scripts
make -C /OpenROAD-flow-scripts/flow DESIGN_CONFIG=/design/flow/config.mk WORK_HOME=/design/flow/orfs finish
```
`config.mk`:
```
export PLATFORM = sky130hd
export DESIGN_NAME = moore_nonoverlapping
export DESIGN_NICKNAME = moore_nonoverlapping
export VERILOG_FILES = /design/flow/design.v
export SDC_FILE = /design/flow/constraint.sdc
export NUM_CORES = 4
export LEC_CHECK = 1
export CORE_AREA = 10 10 70 70
export DIE_AREA = 0 0 80 80
```
`constraint.sdc`:
```
current_design moore_nonoverlapping

set clk_period 1.6
set clk_io_pct 0.2

create_clock -name clk0 -period $clk_period [get_ports {clk}]

set non_clock_inputs [all_inputs -no_clocks]
set_input_delay [expr $clk_period * $clk_io_pct] -clock clk0 $non_clock_inputs
set_output_delay [expr $clk_period * $clk_io_pct] -clock clk0 [all_outputs]
```
`design.v`:
```
`timescale 1ns / 1ps
module moore_nonoverlapping(
    input clk,
    input reset,
    input x,
    output reg y
    );
    parameter S0=3'b000,
              S1=3'b001,
              S2=3'b010,
              S3=3'b011,
              S4=3'b100;
    reg[2:0] current_state, next_state;
    always @(posedge clk or posedge reset) begin
    if(reset) 
    current_state <= S0;
    else
    current_state <= next_state;
    end
    always @(*) begin
    case(current_state)
    S0: next_state = x ? S1 : S0;
    S1: next_state = x ? S1 : S2;
    S2: next_state = x ? S3 : S0;
    S3: next_state = x ? S4 : S2;
    S4: next_state = x ? S1 : S0;
    endcase
    end
    always @(*) begin 
    y = (current_state == S4);
    end
endmodule
```
==> load_flow_metrics.sql <==
-- generated from flow reports
INSERT INTO impl_metrics (metric_group, metric, value, unit) VALUES
('job', 'tool_warnings', '25', ''),
('job', 'maxCapViolations', '0', ''),
('final_timing', 'worst-slew-pin-transition', '0.139', 'ns'),
('route', 'antenna_violating_nets_post_route', '0', ''),
('final_timing', 'hold_violations', '0', ''),
('logic_synthesis', 'synth.yosys.warnings', '1', ''),
('final_layout', 'area.growth.synth_to_final', '78.2', '%'),
('setup_path', 'worst_setup_path_end_kind', 'output pin', ''),
('die', 'placeableCoreArea', '3420', 'um^2'),
('route', 'drt_pre_antenna_iters', '2', ''),
('logic_synthesis', 'yosysUniqueCellTypes', '10', ''),
('route', 'drt_iter0_drc', '17', ''),
('final_layout', 'final-seq-area', '120', 'um^2'),
('logic_synthesis', 'syn_area_per_cell', '12.3', 'um^2'),
('final_timing', 'slew_headroom', '0.907', ''),
('clocking', 'clock_buffers_created_by_tritoncts', '3', ''),
('final_layout', 'nFillCells', '392', ''),
('route', 'average_wire_length_per_cell_after_detail_routing', '5.52', 'um'),
('power_and_ir_drop', 'total_leakage_power', '0.145', 'nW'),
('logic_synthesis', 'ys_cells', '15', ''),
('final_timing', 'setup_viol_count_final', '0', ''),
('placement', 'detailed_place_hpwl', '276', 'um'),
('route', 'remaining_drc_errors', '0', ''),
('worst_hold_path', 'min_path_type', 'input port to asynchronous set/reset pin', ''),
('die', 'num_io_pins', '4', ''),
('clocking', 'max_h_tree_level', '1', ''),
('logic_synthesis', 'largest_area_cell', 'sky130_fd_sc_hd__dfrtp_1', ''),
('setup_path', 'criticalPathCategory', 'register to output pin', ''),
('final_layout', 'area.combinational', '65.1', 'um^2'),
('die', 'die-area', '6400', 'um^2'),
('clocking', 'cts-root-buf', 'sky130_fd_sc_hd__clkbuf_4', ''),
('placement', 'dpl_cell_area', '272', 'um^2'),
('placement', 'port_buffers', '3', ''),
('setup_path', 'path_cells', 'nor3b_2 > dlymetal6s2s_1', ''),
('route', 'detailroute.via_count', '136', ''),
('final_layout', 'final_cell_mix', 'sky130_fd_sc_hd__clkbuf_4, sky130_fd_sc_hd__dfrtp_1, sky130_fd_sc_hd__dlxtn_1, sky130_fd_sc_hd__buf_4', ''),
('final_timing', 'final.period_utilization', '0.758', ''),
('logic_synthesis', 'post-synth-top-area-fraction', '0.408', ''),
('setup_path', 'timing.critical_path.slowest_stage_cell', 'sky130_fd_sc_hd__dfrtp_1', ''),
('final_timing', 'timing.final.crit_period', '1.21', 'ns'),
('route', 'detail_route.wirelength', '392', 'um'),
('route', 'route.detailed.vias_per_inst', '1.92', ''),
('logic_synthesis', 'ys_top_cells_by_area', 'sky130_fd_sc_hd__dfrtp_1, sky130_fd_sc_hd__dlxtn_1, sky130_fd_sc_hd__o21a_1', ''),
('setup_path', 'worstPathRequired', '1.28', 'ns'),
('logic_synthesis', 'ys_chip_area', '184', 'um^2'),
('final_timing', 'untimed_endpoints', '6', ''),
('global_route', 'via_count_of_the_first_global_routing_pass', '162', ''),
('global_route', 'globalRouteTotalUtil', '0.0132', ''),
('clocking', 'clk_path_buf_depth', '2', ''),
('final_layout', 'finalInstanceArea', '328', 'um^2'),
('global_route', 'gr-total-overflow', '0', ''),
('global_route', 'grt_first_pass_wirelength', '676', 'um'),
('logic_synthesis', 'syn-instance-count', '15', ''),
('die', 'initCoreUtil', '0.0538', ''),
('die', 'die_width', '80', 'um'),
('clocking', 'clock_tree_from_tritoncts', 'yes', ''),
('final_timing', 'timing.final.max_slew_violations', '0', ''),
('run_status', 'result_of_the_run', 'complete, no violations', ''),
('power_and_ir_drop', 'power_density', '666', 'nW/um^2'),
('setup_path', 'arrival', '0.89', 'ns'),
('power_and_ir_drop', 'design_power_total', '0.218', 'mW'),
('die', 'fp.dieH', '80', 'um'),
('logic_synthesis', 'ys.flops', '6', ''),
('final_timing', 'count_of_unclocked_register_or_latch_pins', '3', ''),
('final_timing', 'timing.fmax', '825', 'MHz'),
('power_and_ir_drop', 'vdd_drop_max', '0.0733', 'mV'),
('global_route', 'grt_max_degree', '5', ''),
('route', 'route.antenna.diode_count', '0', ''),
('clocking', 'clk_transition_reported_paths', '0.04', 'ns'),
('setup_path', 'startpoint_type', 'register', ''),
('setup_path', 'worst_path_largest_cell_delay', '0.38', 'ns'),
('placement', 'gp_congestion', '0.671', ''),
('final_layout', 'share_of_final_layout_standard_cells_stronger_than_drive_strength_1', '0.360', ''),
('logic_synthesis', 'mappedNetlistArea', '184', 'um^2'),
('final_timing', 'rsz0062_at_grt', 'false', ''),
('die', 'floorplan.rows', '21', ''),
('final_timing', 'setup_tns', '0', 'ns'),
('global_route', 'grt_antenna_before_repair', '0', ''),
('setup_path', 'worstPathMaxFanout', '2', '');
critical path, delay by kind of cell (launching register included):
family | cells | cell delay [ns]
buf+inv | 1 | 0.11
flops | 1 | 0.38
simple gates | 1 | 0.17
repair_timing:
item,CTS,global route
hold buffers,0,0
setup buffers,3,0
endpoints found under the hold margin,0,0
gates resized,1,1
endpoints found under the setup margin,1,1
pin swaps,0,1
path summary, 6_finish.rpt:
path | to | depth (start not counted) | startpoint | slack, ns
max in group asynchronous | current_state[2] | 2 | reset | 1.21
setup / recovery | y | 2 | current_state[1] | 0.39
min in group clk0 | y | 2 | current_state[1] | 1.07
hold / removal | current_state[1] | 2 | reset | 0.26
sequential cells by signal (all words and copies together), names as in the netlist:
register       count
current_state      3
next_state         3
stage by stage:
step,hold slack [ns],setup WS (ns),std cells,util
global route,0.281,0.331,71,0.0960
detailed placement,0.503,0.146,64,0.0795
floorplan,0.0736,0.755,15,-
global placement,0.490,0.193,64,0.0795
CTS,0.254,0.000382,71,0.0952
finish,0.262,0.387,71,0.0960
synth_stat cells (all sizes together):
library cell and n:
nand3b 1, nor3b 2, a21oi 1, nand2b 1, nand2 1, dfrtp 3, o21a 2, dlxtn 3
inv 1
kinds of logic after synthesis:
kind of cell           Yosys count  share of synthesized area
latches                          3                      0.245
AOI/OAI and AO/OA                3                      0.109
buffers and inverters            1                     0.0204
and+or+nand+nor                  5                      0.218
DFF                              3                      0.408
report_power, final:
part / switching [mW] / internal (mW) / leakage [nW]
Combinational: 0.00354 / 0.00650 / 0.0678
Clock: 0.0380 / 0.0934 / 0.0150
Sequential: 0.0000550 / 0.0769 / 0.0621
layout make-up:
class | count | share of cell area
Sequential cell | 6 | 0.366
Multi-Input combinational cell | 8 | 0.198
Tap cell | 46 | 0.176
Timing Repair Buffer | 6 | 0.168
Clock buffer | 4 | 0.0802
Inverter | 1 | 0.0115
routing by layer:
layer,track usage,vias up,wire [um]
met5,0,-,0
met4,0.00704,0,0
met3,0.0125,0,66
met2,0.0161,4,143
met1,0.0147,61,182
li1,-,71,-
Power is estimated from default activity; no workload was simulated.
