[design/flow/run.sh]
#!/bin/bash
# OpenROAD 26Q1-2900-gdf79404cd8, Yosys 0.63+post, stock flow scripts
make -C /OpenROAD-flow-scripts/flow DESIGN_CONFIG=/design/flow/config.mk WORK_HOME=/design/flow/orfs finish
[design/flow/config.mk]
export PLATFORM = sky130hd
export DESIGN_NAME = mealy_overlapping
export DESIGN_NICKNAME = mealy_overlapping
export VERILOG_FILES = /design/flow/design.v
export SDC_FILE = /design/flow/constraint.sdc
export NUM_CORES = 4
export LEC_CHECK = 1
export CORE_AREA = 10 10 70 70
export DIE_AREA = 0 0 80 80
[design/flow/constraint.sdc]
current_design mealy_overlapping

set clk_period 1.6
set clk_io_pct 0.2

create_clock -name clk0 -period $clk_period [get_ports {clk}]

set non_clock_inputs [all_inputs -no_clocks]
set_input_delay [expr $clk_period * $clk_io_pct] -clock clk0 $non_clock_inputs
set_output_delay [expr $clk_period * $clk_io_pct] -clock clk0 [all_outputs]
[design/flow/design.v]
`timescale 1ns / 1ps
module mealy_overlapping(
    input clk,
    input reset,
    input x,
    output reg y
    );
    parameter S0=3'b000,
              S1=3'b001,
              S2=3'b010,
              S3=3'b011;
    reg[2:0] current_state, next_state;
    always @(posedge clk or posedge reset) begin
    if(reset)
    current_state <= S0;
    else
    current_state <= next_state;
    end
    always @(*) begin
    case (current_state)
    S0: next_state = x ? S1 : S0;
    S1: next_state = x ? S1 : S2;
    S2: next_state = x ? S3 : S0;
    S3: next_state = x ? S1 : S2;
    default: next_state = S0;
    endcase
    end
    always @(*) begin 
    case(current_state)
    S3: y = x ? 1 : 0;
    default: y = 0;
    endcase 
    end
endmodule
==> Slide: Implementation Results <==
Implementation Results

Synthesis
  • Cells in synth_stat.txt: 10
  • Area leader share: 0.508
  • Cell area after synthesis: 148 sq um
  • Yosys stat area: 148 sq um
  • Post-synth EDFFs: 0
  • Top cells, area: dfrtp_1 51%, dfstp_2 18%, o21ba_2 14%, o31a_1 5.9%, and2_2 5.1%
  • Sequential element share of the synthesized area: 0.686
  • Yosys warns: 1
  • Async S/R FF share, synth: 1.00
  • Yosys top cell by area: dfrtp_1
  • Most common library cells after synthesis: 3 x dfrtp_1, 2 x o21ba_2
  • Top-count cell post-synth: dfrtp_1
  • Top FF cell, synth: dfrtp_1
  • Syn avg cell area: 14.8 sq um
  • Distinct lib cells: 7
  • Post-synth regs: 4
  • Syn Inst Count: 10

Timing
  • Worst Tran Pin Value: 0.141 ns
  • Max Clock Skew: 0.00686 ns
  • Final worst path period share: 0.955
  • Setup tns final: 0 ns
  • Worst hold margin: 0.263 ns
  • Post-layout min period: approximately 1.5 ns
  • Final Hold Vio Count: 0
  • Slew Limit Fails: 0
  • Setup Viol. Count Final: 0
  • Max-slew headroom at the worst pin: 0.906
  • Achievable Freq: 654 MHz
  • Unrepaired setup endpoints after global routing: false

Pwr
  • Internal power: 0.000201 W
  • Logic pwr share: 0.039
  • Switching power: 0.0000461 W
  • Share of power burned in registers: 0.411
  • Leak: 0.105 nW
  • Worst VDD drop: 0.000111 V
  • Clock power frac: 0.550
  • Total power per unit cell area: 924 nW/um^2
  • Switching Share: 0.186

Global route
  • Total GRT Usage: 0.0104
  • First-pass GRT wire length: 476 um
  • Vias in the first global route: 117
  • Global route overflow: 0
  • Largest net degree at the start of global routing: 5
  • Initial antenna violation count: 0

Critical path
  • Crit Path Category: reg -> out
  • Data required time of the worst path: about 1.3 ns
  • CP startpoint kind: flip-flop
  • Critical-path top delay cell: clkdlybuf4s50_1
  • R2R cell count: 1
  • Crit-path cells: and2_2, clkdlybuf4s50_1
  • Critical Path AT: 1.21 ns
  • CP max stage delay: 0.40 ns
  • Critical Path End Type: output pin
  • CP Max Fanout: 3

Die
  • Die width: 80 um
  • Die extent in y: roughly 80 um
  • Chip area: between 6000 and 7000 sq um
  • Core Region: 3420 sq um
  • I/O pins: 4
  • Floorplan core density: 0.0432
  • Num rows: 21

CTS
  • Clock sinks: 4
  • CTS tree: built
  • H-tree Lvls: 1
  • CTS resizes: 1
  • Latency at later pin: approximately 0.24 ns
  • CTS buffer count: 3
  • Postcts setup bufs: 0
  • CTS root buffer: clkbuf_4
  • CTS hold repair buffers: 0
  • Worst-path clk slew: 0.04 ns
  • Worst-case clock buffer depth: 2

Detailed routing
  • WL/cell: ~4.6 um
  • Avg Vias per Cell: 1.53
  • Final antenna diode count: 0
  • Vias: 98
  • Initial DRT Pass Iterations: 2
  • Post-route ant nets: 0
  • Starting DRT DRC Count: 6
  • Routed WL: 294 um
  • Drt drc: 0

Status
  • Outcome: complete, no violations

Min path
  • Hold crit path type: in -> async

Cells and area
  • Largest registers: current_state: 4 flops
  • Max reg flops: 4
  • Layout cells sized above 1: 0.444
  • Synth-to-layout area growth: 81.4%
  • Top reg by flops: current_state

Flow run
  • Number of OpenROAD warnings: 25
  • Max-Cap Viols: 0

Placed design
  • Final Wtd Congestion: 0.587
  • IO buf count: 3
-- per-stage QoR --
step           setup slack, ns  cell area (sq um)  total power, W  cells    util
2_1_floorplan            0.754                148        0.000106     10       -
3_3_place_gp            -0.105                243        0.000113     60  0.0711
3_5_place_dp            -0.105                243        0.000114     60  0.0711
4_1_cts                 0.0443                268        0.000257     64  0.0784
5_1_grt                0.00648                268        0.000275     64  0.0784
6_report                0.0718                268        0.000248     64  0.0784
-- cell families after synthesis --
group	synth area share
AND-OR/OR-AND	0.195
buffers and inverters	0.0254
flip-flops	0.686
AND/OR/NAND/NOR	0.0933
-- final cells by class --
type / count / area, sq um
Clock buffer: 4 / 26.3
Fill cell: 407 / 3150
Tap cell: 46 / 57.6
Inverter: 1 / 3.75
Timing Repair Buffer: 4 / 36.3
Multi-Input combinational cell: 5 / 42.5
Sequential cell: 4 / 101
-- routing by layer --
layer | part of all wire | vias up | global-route usage | routed length, um
li1 | - | 49 | - | -
met1 | 0.40 | 44 | 0.00868 | 117
met2 | 0.39 | 3 | 0.0104 | 116
met3 | 0.18 | 2 | 0.0159 | 54
met4 | 0.020 | 0 | 0.00880 | 6
met5 | 0 | - | 0 | 0
-- final timing paths --
kind	start	end	slack, ns
max	current_state[3]$_DFF_PP0_	y	0.07
max reg2reg	current_state[3]$_DFF_PP0_	current_state[2]$_DFF_PP0_	0.80
min in group clk0	current_state[2]$_DFF_PP0_	current_state[1]$_DFF_PP0_	0.49
max in group asynchronous	reset	current_state[0]$_DFF_PP1_	1.11
min reg2reg	current_state[2]$_DFF_PP0_	current_state[1]$_DFF_PP0_	0.49
min	reset	current_state[3]$_DFF_PP0_	0.26
-- power by group through the flow --
stage	clock (W)	sequential (W)	combinational (W)
after CTS	0.000146	0.000102	0.00000988
after global routing	0.000163	0.000102	0.0000106
final	0.000136	0.000102	0.00000957
-- cell usage in the layout (no fill, tap or decap) --
cell type,n
inv_1,1
dlygate4sd2_1,1
and2_1,1
dfrtp_1,3
and2_2,1
o21ba_2,2
dfstp_2,1
clkbuf_1,1
clkbuf_4,3
o31a_1,1
clkdlybuf4s50_1,2
buf_4,1
-- worst max-delay path: cells and delay by family, from the launching register on --
family | cells | cell delay [ns]
AND/OR/NAND/NOR | 1 | 0.19
buffers and inverters | 1 | 0.40
flip-flops | 1 | 0.38
Power is estimated from default activity; no workload was simulated.
