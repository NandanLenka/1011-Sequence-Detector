[flow/design.v]
`timescale 1ns / 1ps
module mealy_nonoverlapping(
    input clk,
    input reset,
    input x,
    output reg y
    );
    parameter S0=3'b000,
              S1=3'b001,
              S2=3'b010,
              S3=3'b011,
              S4=3'b100;
    reg[2:0] current_state, next_state;
    always @(posedge clk or posedge reset) begin
    if(reset)
    current_state <= S0;
    else
    current_state <= next_state;
    end
    always @(*) begin
    case (current_state) 
    S0: next_state = x ? S1 : S0;
    S1: next_state = x ? S1 : S2;
    S2: next_state = x ? S3 : S0;
    S3: next_state = x ? S4 : S2;
    S4: next_state = S0;
    default: next_state = S0;
    endcase 
    end
    always @(*) begin 
    y = (current_state == S3 && x) ? 1 : 0;
    end
endmodule
[flow/run.sh]
#!/bin/bash
# OpenROAD 26Q1-2900-gdf79404cd8, Yosys 0.63+post, stock flow scripts
make -C /OpenROAD-flow-scripts/flow DESIGN_CONFIG=/design/flow/config.mk WORK_HOME=/design/flow/orfs finish
[flow/config.mk]
export PLATFORM = sky130hd
export DESIGN_NAME = mealy_nonoverlapping
export DESIGN_NICKNAME = mealy_nonoverlapping
export VERILOG_FILES = /design/flow/design.v
export SDC_FILE = /design/flow/constraint.sdc
export NUM_CORES = 4
export LEC_CHECK = 1
export CORE_AREA = 10 10 70 70
export DIE_AREA = 0 0 80 80
[flow/constraint.sdc]
current_design mealy_nonoverlapping

set clk_period 1.0
set clk_io_pct 0.2

create_clock -name clk0 -period $clk_period [get_ports {clk}]

set non_clock_inputs [all_inputs -no_clocks]
set_input_delay [expr $clk_period * $clk_io_pct] -clock clk0 $non_clock_inputs
set_output_delay [expr $clk_period * $clk_io_pct] -clock clk0 [all_outputs]
==> impl_metrics.csv <==
group,metric,value,unit
logic_synthesis,yosysSeqAreaShare,74.81,%
logic_synthesis,yosys_cells,13,
status,status,"finished, violations left",
drt,ant_nets,0,
drt,n_antenna_cell,0,
sta,rsz0062_at_grt,"yes",
pwr,vdd_ir_drop_max,0.2824,mV
placed_design,io_buffers,3,
worst_setup_path,path_cells,"and2_4 > buf_6",
worst_setup_path,worstPathArrival,860,ps
worst_setup_path,regToRegSetupSlack,120,ps
worst_setup_path,end_kind,"output pin",
logic_synthesis,yosysWarningCount,1,
pwr,p_per_area,1621,nW/um^2
worst_setup_path,slowest_delay,370,ps
logic_synthesis,synth_chip_area,168.9,sq um
pwr,leakagePower,0.0001329,uW
pwr,switching_share,20.49,%
global_route,antenna_found_initial,0,
sta,hold_viol_final,0,
worst_setup_path,crit_path_top_delay_cell,"dfrtp_1",
clocking,cts_hold_buf,0,
floorplanning,placeableCoreArea,3416,sq um
sta,finalClockPeriodUsage,105.7,%
global_route,grt_pass1_vias,139,
clocking,clkTransAtPathRegs,40,ps
clocking,cts.sinks,5,
placed_design,gp_congestion,0.6403,
logic_synthesis,yosys.area.top_type,"dfrtp_1",
worst_setup_path,crit_type,"reg -> out",
clocking,cts_made_buffers,3,
logic_synthesis,ys_ff,5,
layout,drive_above_1_share,39.13,%
drt,drt_wl_total,378,um
global_route,overflow,0,
floorplanning,core.rowCount,21,
layout,top_register,"current_state",
pwr,p_seq_share,46.0,%
floorplanning,die_w,80,um
flow_run,cap_violations,0,
floorplanning,die_area,6400,sq um
pwr,p_comb_share,8.2,%
logic_synthesis,syn_area,168.9,sq um
drt,num_vias,127,
pwr,p_switching,102.2,uW
sta,setup_viol,1,
drt,drc,0,
logic_synthesis,syn_inst,13,
floorplanning,fp.dieH,80,um
drt,wl_per_cell,5.478,um
floorplanning,fp-utilization,4.945,%
drt,vias_per_cell,1.841,
clocking,cts_tree,"built",
clocking,h-tree-depth,1,
sta,tns,-57.10,ps
flow_run,openroad.warnings,27,
drt,first_pass_iters,2,
drt,drt-initial-drc-count,17,
logic_synthesis,topCellsByArea,"dfrtp_1, dfstp_2, and2_1",
pwr,clock_power_share,45.8,%
layout,areaGrowthSynthToFinish,82.22,%
layout,fillCellCount,399,
pwr,intPower,396.6,uW
logic_synthesis,synth.top_cell.area_share,59.26,%
sta,worst_slack,-57.10,ps
clocking,cts_root_buf,"clkbuf_4",
layout,mostFrequentLayoutCell,"dfrtp_1",
worst_setup_path,critPathTopFamily,"flip-flops",
sta,min_period,1057,ps
layout,seqCellArea,126.4,sq um
layout,layout.cells.most_common_list,"dfrtp_1, nor2_1, clkbuf_4, buf_4",
worst_setup_path,start_kind,"flop",
clocking,clk_latency,240,ps
sta,max_freq,946.0,MHz
worst_setup_path,critPathBufInv,1,
global_route,grt_pass1_wl,690,um
logic_synthesis,synth_cell_types,7,
placed_design,dpl.cell_count,63,
min_path,hold_class,"in -> async",
layout,stdcell_count,69,
global_route,track_usage,1.556,%
global_route,grt_max_degree,6,
worst_setup_path,cp.required,800,ps
sta,slew_headroom,87.18,%
floorplanning,io_pins,4,
layout,largest_registers,"current_state x5",
worst_setup_path,cp_max_fo,2,
logic_synthesis,avgSynthCellArea,12.99,sq um
layout,combGateArea,41.29,sq um
layout,largest_reg_flops,5,
sta,worst_pin_slew,192.1,ps
status,failed_checks,"negative setup slack",
sta,slew_viol_final,0,
sta,skew,2.452,ps
clocking,cts_buffer_depth,2,
final timing paths:
check | depth (start not counted) | start | endpoint
worst min register to register | 1 | current_state[1] | current_state[0]
worst max register to register | 4 | current_state[4] | current_state[2]
worst max-delay path | 2 | current_state[4] | y
min in group clk0 | 2 | x | current_state[1]
worst min-delay path | 2 | reset | current_state[4]
max in group asynchronous | 2 | reset | current_state[0]
synthesized netlist by cell type:
master / instances
o21a_1: 1
nor2_1: 3
and2_1: 2
inv_1: 1
dfstp_2: 1
dfrtp_1: 4
o21bai_1: 1
stage by stage:
step / instance area, sq um / power, uW / utilization [%] / worst slack (ps) / hold WS (ps)
5_1_grt: 307.8 / 543.6 / 9.011 / -106.6 / 169.7
3_3_place_gp: 264.0 / 265.5 / 7.729 / -537.1 / 409.7
3_5_place_dp: 264.0 / 268.7 / 7.729 / -521.0 / 413.3
6_report: 307.8 / 498.8 / 9.011 / -57.10 / 165.2
4_1_cts: 300.3 / 510.5 / 8.791 / -69.88 / 159.2
2_1_floorplan: 168.9 / 248.1 / - / 284.6 / -22.21
logic make-up after synthesis:
kind of cell / Yosys count / share of synthesized area [%]
compound gates: 2 / 8.892
buf+inv: 1 / 2.220
flops: 5 / 74.82
simple gates: 5 / 14.07
routing by layer:
layer	global-route usage, %	vias up	share of wire (%)
met3	2.273	0	21
met2	0.9631	6	29
li1	-	60	-
met5	0	-	0
met1	2.213	61	51
met4	0.3521	0	0
power by group through the flow:
stage	clock [uW]	sequential (uW)	combinational (uW)
after CTS	242	229	39.1
after global routing	264	232	47.8
final	228	229	41.0
final cells by class:
class	count	share of cell area, %
Tap cell	46	18.70
Clock buffer	4	8.537
Sequential cell	5	41.06
Multi-Input combinational cell	7	13.41
Timing Repair Buffer	6	17.07
Inverter	1	1.220
what timing repair did:
item                                    4_1_cts  5_1_grt
pin swaps                                     1        0
resized                                       6        0
buffers inserted                              1        1
endpoints found under the setup margin        1        1
Power figures rest on the tool's default switching activity, not on a simulated workload.
